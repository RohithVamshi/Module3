## design.v

```verilog
module pattern_detector
#(parameter dw=8,
parameter pattern=8'd18)
(input clk,
input [dw-1:0] a,
input [dw-1:0] b,
output reg[(2*dw)-1:0] c,
output reg pattern_detector);
reg [(2*dw)-1:0]result;
reg [dw-1:0] a1,b1;
always@(posedge clk) begin
 a1 <= a;
  b1 <= b;
end
always @(posedge clk)begin
    result <= a1*b1;
    if (pattern == result)
        pattern_detector =1'b1;
    else
        pattern_detector=1'b0;
end
always @(posedge clk)
begin
 c <= a*b;
end
endmodule
```

## run.sh

```bash
#!/bin/bash
# OpenROAD 26Q1-2900-gdf79404cd8, Yosys 0.63+post, stock flow scripts
make -C /OpenROAD-flow-scripts/flow DESIGN_CONFIG=/design/flow/config.mk WORK_HOME=/design/flow/orfs finish
```

## config.mk

```make
export PLATFORM = sky130hd
export DESIGN_NAME = pattern_detector
export DESIGN_NICKNAME = pattern_detector
export VERILOG_FILES = /design/flow/design.v
export SDC_FILE = /design/flow/constraint.sdc
export NUM_CORES = 4
export LEC_CHECK = 1
export CORE_UTILIZATION = 30
```

## constraint.sdc

```tcl
current_design pattern_detector

set clk_period 5.5
set clk_io_pct 0.2

create_clock -name clk0 -period $clk_period [get_ports {clk}]

set non_clock_inputs [all_inputs -no_clocks]
set_input_delay [expr $clk_period * $clk_io_pct] -clock clk0 $non_clock_inputs
set_output_delay [expr $clk_period * $clk_io_pct] -clock clk0 [all_outputs]
```

==> out/metrics.csv <==
stage,metric,value,unit
power_and_ir_drop,cell area power density,339,nW/um^2
die,number of placed I/O pins,34,
clock_tree,count of buffers added by post-CTS timing repair for setup,0,
setup_path,"CP delay by family, top",adder cells,
clock_tree,number of H-tree branching levels,2,
global_routing,maximum number of pins on one net before global-route repair,16,
detailed_routing,total inserted antenna cells,0,
die,floorplan core area,16800,sq um
setup_path,largest fanout on the critical path,7,
setup_path,most frequent CP cell,sky130_fd_sc_hd__fa_1,
logic_synthesis,Async SR Flop Fraction,0,
placement,DPL Wire Length,7850,microns
clock_tree,# resized after CTS,0,
die,share of the core filled by cells before placement,0.311,
setup_path,worst path required time,5710,ps
timing,min setup slack post-route,299,ps
timing,worst-case clock skew,4.01,ps
global_routing,Global Route met1 Usage,0.174,
timing,final setup violation count,0,
detailed_routing,total via count after detailed routing,3536,
timing,Max transition margin,0.742,
job,maximum capacitance violations,0,
global_routing,antenna violations before repair,0,
clock_tree,maximum number of buffers from clock root to sink,2,
power_and_ir_drop,combinational share of power,0.602,
detailed_routing,number of optimization iterations in the first detailed-route pass,4,
cells_and_area,"count of placed standard cells in the final layout, fillers left out",821,
logic_synthesis,synth unique cells,42,
clock_tree,clock tree from TritonCTS,done,
logic_synthesis,area of the synthesized netlist per yosys stat,5230,sq um
placement,"number of placed instances, taps included",813,
setup_path,combined buffer and inverter count along the critical path,4,
job,stage-log warning count,25,
timing,number of hold violations in the final report,0,
timing,transition at the pin with the smallest max-transition slack,378,ps
logic_synthesis,post-synth tally of flip-flops with integrated enable,0,
logic_synthesis,number of standard cells after synthesis,546,
power_and_ir_drop,Int Pwr,0.00128,W
worst_hold_path,type of the most critical hold path,flop to flop,
die,Chip Footprint,18000,sq um
detailed_routing,Remaining DRCs,0,
timing,time the final worst path needs with I/O delays and setup,5200,ps
setup_path,highest cell delay on the worst timing path,600,ps
detailed_routing,via-per-instance ratio,4.31,
power_and_ir_drop,leakage power summed over all cells,3.01,nW
timing,final number of max-transition violations,0,
global_routing,final global-route overflow total,0,
logic_synthesis,yosys warns,1,
clock_tree,CTS Hold Bufs,0,
clock_tree,Sink Count,49,
setup_path,critical-path cell with the highest stage delay,sky130_fd_sc_hd__clkdlybuf4s50_1,
timing,part of the cycle the worst path needs,0.946,
logic_synthesis,Mapped Area,5230,sq um
cells_and_area,proportion of layout cells with a drive suffix above 1,0.0483,
setup_path,Critical Path Start Type,input port,
logic_synthesis,total of flip-flops plus latches after synthesis,49,
timing,f_max,192,MHz
clock_tree,number of clock buffers inserted by TritonCTS,5,
global_routing,number of global-route vias before repair,3685,
setup_path,critical path startpoint,b[3],
power_and_ir_drop,Reg power frac,0.245,
worst_hold_path,launch point of the worst hold path,result[14],
power_and_ir_drop,Peak VDD IR,0.236,mV
detailed_routing,first-iteration detailed-routing DRC count,110,
logic_synthesis,main area contributors,"sky130_fd_sc_hd__fa_1 (28%), sky130_fd_sc_hd__dfxtp_1 (19%), sky130_fd_sc_hd__ha_1 (17%)",
cells_and_area,synthesis-to-finish area growth,16.7,%
setup_path,endpoint kind of the worst setup timing path,flop,
setup_path,Reg2Reg Launch Point,a1[5],
global_routing,GR peak layer,met2,
outcome,run status,"complete, no violations",
clock_tree,clk slew on worst S/H paths,60,ps
power_and_ir_drop,switching power summed over all nets,0.000795,W
die,vertical die size,134,microns
detailed_routing,antenna violation net count after detailed routing,0,
die,placement row count,47,
setup_path,"Cell Chain, Critical Path","clkdlybuf4s50_1, nand2_1, fa_1, fa_1, inv_1, fa_1, inv_1, fa_1, inv_1, ha_1, a211o_1, o21ai_1, a31oi_1, and4_1, nor3_1",
placement,final weighted congestion of routability-driven global placement,0.860,
setup_path,CP Data Arrival Time,5410,ps
logic_synthesis,cell type with the highest aggregate area in the netlist,sky130_fd_sc_hd__fa_1,
setup_path,category of the critical setup timing path,input port to flop,
clock_tree,CTS Root Buffer Type,sky130_fd_sc_hd__clkbuf_16,
cells_and_area,tally of filler cells in the layout,1666,
logic_synthesis,post-synthesis cell count from yosys,546,
die,Die Wd,134,microns
logic_synthesis,main flop type,sky130_fd_sc_hd__dfxtp_1,
power_and_ir_drop,part of the power in the clock network,0.153,
detailed_routing,post-detailed-routing wire length,9320,microns
logic_synthesis,Avg Inst Size Synth,9.57,sq um
logic_synthesis,portion of synthesized cell area occupied by the leading cell type,0.276,
placement,Port Buf Inserts,33,
clock_tree,Latency at later pin,290,ps
global_routing,overall fraction of global-route tracks in use,0.119,
logic_synthesis,sequential area share after synthesis,0.188,
global_routing,wire length of the first global-routing pass,17000,microns
power_and_ir_drop,fraction of power spent switching nets,0.384,
global_routing,met2 track demand over resource in global routing,0.192,
global_routing,met3 global-route usage,0.0224,
detailed_routing,Avg WL per Cell,11.4,microns
timing,setup repair after global routing missed its margin,no,
placement,Placement Setup Slack,-0.289,ps
==> registers in the layout, indices dropped and copies added, names as in the netlist <==
signal            count
a1                    8
b1                    8
c                    16
pattern_detector      1
result               16
==> final cells by class <==
class                   count  area, sq um  area share
repair buffers             49          450      0.0739
clock inverters             2         13.8     0.00226
flip-flops and latches     49          981       0.161
clock buffers               6          139      0.0228
inverters                 104          390      0.0640
multi-input cells         391         3850       0.631
well taps                 220          275      0.0451
==> worst reg2reg max path, stage by stage (launching register included) <==
cell	delay, ps
sky130_fd_sc_hd__dfxtp_1	470
sky130_fd_sc_hd__nand2_1	120
sky130_fd_sc_hd__fa_1	520
sky130_fd_sc_hd__fa_1	550
sky130_fd_sc_hd__inv_1	50
sky130_fd_sc_hd__fa_1	470
sky130_fd_sc_hd__inv_1	40
sky130_fd_sc_hd__fa_1	470
sky130_fd_sc_hd__inv_1	40
sky130_fd_sc_hd__ha_1	310
sky130_fd_sc_hd__o21ai_1	180
sky130_fd_sc_hd__a21oi_1	90
sky130_fd_sc_hd__o21ai_2	210
sky130_fd_sc_hd__or4b_1	450
sky130_fd_sc_hd__o311ai_1	90
==> logic make-up after synthesis <==
logic type,after synthesis,share of synthesized area
buffers and inverters,106,0.0761
adder cells (fa/ha/maj),144,0.448
AND-OR/OR-AND,46,0.0577
AND/OR/NAND/NOR,180,0.195
flip-flops,49,0.188
XOR/XNOR,21,0.0352
==> cells in the mapped netlist, types with 2 or more instances <==
cell type,n
sky130_fd_sc_hd__nor3_1,5
sky130_fd_sc_hd__a21oi_1,12
sky130_fd_sc_hd__o21ai_1,7
sky130_fd_sc_hd__nor2_1,9
sky130_fd_sc_hd__o31ai_1,2
sky130_fd_sc_hd__inv_1,104
sky130_fd_sc_hd__o21a_1,2
sky130_fd_sc_hd__nand2_1,37
sky130_fd_sc_hd__clkbuf_1,2
sky130_fd_sc_hd__nor4_1,7
sky130_fd_sc_hd__and4_1,2
sky130_fd_sc_hd__or3_1,2
sky130_fd_sc_hd__fa_1,72
sky130_fd_sc_hd__dfxtp_1,49
sky130_fd_sc_hd__nor4b_1,2
sky130_fd_sc_hd__and2_1,103
sky130_fd_sc_hd__a31oi_1,2
sky130_fd_sc_hd__nand2b_1,2
sky130_fd_sc_hd__xnor2_1,16
sky130_fd_sc_hd__a211o_1,2
sky130_fd_sc_hd__nor2b_1,4
sky130_fd_sc_hd__xor2_1,5
sky130_fd_sc_hd__a21o_1,3
sky130_fd_sc_hd__o21ai_0,4
sky130_fd_sc_hd__a21o_2,2
sky130_fd_sc_hd__ha_1,72
sky130_fd_sc_hd__o311ai_0,2
==> routing by layer <==
metal / vias to the layer above / wire length (microns) / part of all wire
met1: 1651 / 4610 / 0.49
met2: 51 / 4250 / 0.46
met4: 0 / 122 / 0.013
li1: 1823 / - / -
met3: 11 / 345 / 0.037
met5: - / 0 / 0
==> through the flow <==
step	util	area (sq um)	TNS [ps]	power (W)	hold slack, ps
floorplan	-	5230	0	0.00142	496
global placement	0.354	5950	0	0.00176	512
detailed placement	0.354	5950	-0.289	0.00176	518
CTS	0.363	6100	0	0.00210	527
global route	0.363	6100	0	0.00229	544
finish	0.363	6100	0	0.00207	518
==> cells in the final DEF, fill, tap and decap left out, types with 3 or more instances in the layout <==
| cell | synthesis | routed |
|---|---|---|
| sky130_fd_sc_hd__ha_1 | 72 | 72 |
| sky130_fd_sc_hd__xnor2_1 | 16 | 16 |
| sky130_fd_sc_hd__nor4_1 | 7 | 7 |
| sky130_fd_sc_hd__buf_4 | 0 | 16 |
| sky130_fd_sc_hd__a21o_1 | 3 | 3 |
| sky130_fd_sc_hd__and2_1 | 103 | 103 |
| sky130_fd_sc_hd__inv_1 | 104 | 104 |
| sky130_fd_sc_hd__dfxtp_1 | 49 | 49 |
| sky130_fd_sc_hd__nor3_1 | 5 | 5 |
| sky130_fd_sc_hd__o21ai_1 | 7 | 7 |
| sky130_fd_sc_hd__o21ai_0 | 4 | 4 |
| sky130_fd_sc_hd__clkbuf_16 | 0 | 5 |
| sky130_fd_sc_hd__a21oi_1 | 12 | 12 |
| sky130_fd_sc_hd__fa_1 | 72 | 72 |
| sky130_fd_sc_hd__nand2_1 | 37 | 37 |
| sky130_fd_sc_hd__xor2_1 | 5 | 5 |
| sky130_fd_sc_hd__nor2_1 | 9 | 9 |
| sky130_fd_sc_hd__clkdlybuf4s50_1 | 0 | 33 |
| sky130_fd_sc_hd__nor2b_1 | 4 | 4 |
==> power by group through the flow <==
| stage | combinational, W | clock [W] | sequential (W) |
|---|---|---|---|
| CTS | 0.00126 | 0.000325 | 0.000510 |
| finish | 0.00125 | 0.000316 | 0.000508 |
| global route | 0.00143 | 0.000341 | 0.000518 |
==> worst paths after layout <==
kind,to,slack (ps),cells past startpoint
setup / recovery,c[15],300,15
hold / removal,pattern_detector,520,2
setup reg to reg,result[13],1340,14
hold reg to reg,pattern_detector,520,2
Power and IR drop assume default switching activity.
