==> design/flow/design.v <==
module module3_2 #(
    parameter Data_width = 8,   
    parameter Depth = 10      
)(
    input clk,
    input rst,
    input [Data_width-1:0] s_data,
    input s_valid,
    input s_last,
    output reg s_ready,
    input [Data_width-1:0] k,   
    input [Data_width-1:0] len, 
    output reg [Data_width-1:0] m_data,
    output reg m_valid,
    output reg m_last,
    input m_ready,
    output full,
    output empty
);
    integer i;
    reg [Data_width-1:0] data [Depth-1:0];   
    reg valid [Depth-1:0];                   
    reg last [Depth-1:0];                    
    reg [Data_width-1:0] wr_ptr1;                
    reg [Data_width-1:0] rd_ptr;                 
    reg [Data_width-1:0] wr_ptr2;                
    initial 
    begin
        for(i = 0; i < Depth; i = i + 1) 
        begin
            data[i] = 0;
            valid[i] = 0;
            last[i] = 0;
        end
    end
    always @(posedge clk)
    begin
        if (rst)
            s_ready <= 0;
        else
            s_ready <= 1;
    end
    assign full = (wr_ptr1 == Depth) ? 1 : 0;
    assign empty = (wr_ptr2 == 0) ? 1 : 0;
    always @(posedge clk) begin
        if (rst) begin
            wr_ptr1 <= 0;
            wr_ptr2 <= 0;
        end 
        else if (s_valid && s_ready) 
        begin
            data[wr_ptr1] <= s_data;
            valid[wr_ptr1] <= 1;
            last[wr_ptr1] <= s_last;
            if (wr_ptr1 == len - 1) 
            begin
                wr_ptr1 <= 0;
                wr_ptr2 <= len - k;
            end 
            else 
            begin
                wr_ptr1 <= wr_ptr1 + 1;
            end
            if (wr_ptr2 != 0) 
            begin
                data[wr_ptr2] <= data[wr_ptr2] + s_data;
                valid[wr_ptr2] <= (s_data == 0) ? 1'b0 : 1'b1;
             if (wr_ptr2 == len-1) 
                begin
                    wr_ptr2 <= 0;
                end 
                else 
                begin
                    wr_ptr2 <= wr_ptr2 + 1;
                end
            end
        end
    end
    always @(posedge clk) 
    begin
        if (rst) 
        begin
            rd_ptr <=0;
            m_valid <= 0;
            m_last <= 0;
            m_data <= 0;
        end 
        else if (m_ready) 
        begin
            if (rd_ptr >= 0 && rd_ptr < len)
            begin
                m_valid <= valid[rd_ptr];
                m_last <= last[rd_ptr];
                m_data <= data[rd_ptr];
            end 
            else 
            begin
                m_valid <= 0;
                m_last <= 0;
                m_data <= 0;
            end
            if (rd_ptr == len - 1) 
            begin
                rd_ptr <= 0;
            end 
            else 
            begin
                rd_ptr <= rd_ptr + 1;
            end
        end
        else 
        begin
            m_valid <= 0;
            m_last <= 0;
            m_data <= 0;
        end
    end
endmodule
==> design/flow/run.sh <==
#!/bin/bash
# OpenROAD 26Q1-2900-gdf79404cd8, Yosys 0.63+post, stock flow scripts
make -C /OpenROAD-flow-scripts/flow DESIGN_CONFIG=/design/flow/config.mk WORK_HOME=/design/flow/orfs finish
==> design/flow/config.mk <==
export PLATFORM = sky130hd
export DESIGN_NAME = module3_2
export DESIGN_NICKNAME = module3_2
export VERILOG_FILES = /design/flow/design.v
export SDC_FILE = /design/flow/constraint.sdc
export NUM_CORES = 4
export LEC_CHECK = 1
export CORE_UTILIZATION = 40
==> design/flow/constraint.sdc <==
current_design module3_2

set clk_period 7.9
set clk_io_pct 0.2

create_clock -name clk0 -period $clk_period [get_ports {clk}]

set non_clock_inputs [all_inputs -no_clocks]
set_input_delay [expr $clk_period * $clk_io_pct] -clock clk0 $non_clock_inputs
set_output_delay [expr $clk_period * $clk_io_pct] -clock clk0 [all_outputs]
==> flow_summary.ini <==
; yosys + openroad results
[drt]
antennaDiodeCount = 0
vias = 6286
firstDrtPassIters = 6
vias_per_cell = 5.54
drt.antenna.violating_nets = 0
routed_wl_um = 21000
drc_errors = 0
drtIter0Drc = 398
wire_per_inst_um = 18.5

[yosys]
synth-edff-count = 90
synthesis.area_um2 = 8510
topCellsByArea = edfxtp_1 32%, dfxtp_1 12%, mux4_2 9.5%
synthArstFlopShare_pct = 0
yosys_warnings = 1
yosys_area_um2 = 8510
synth-seq-cells = 139
yosysCellCount = 842
syn_inst = 842
synth_cell_types = 61
yosysSeqAreaShare_pct = 43.3
netlist.area_leader.share_pct = 31.8
syn_avg_cell_area_um2 = 10.1
largest_area_cell = edfxtp_1
synth_top_flop_cell = edfxtp_1

[placed_design]
gp_congestion = 0.917
port-buffer-count = 41
dp_hpwl_um = 14700

[final_timing]
finalMaxSlewViolations = 0
hold_viol_final = 0
setup_viol = 0
max_freq_mhz = 217
grt_setup_unrepaired = false
skew_ns = 0.0111
period_minus_slack_ns = 4.60
fin_crit_sh_pct = 58.2
max_slew_margin_pct = 42.0
max_slew.worst_pin.slew_ns = 0.864
setup_tns_ns = 0

[clock_network]
post_cts_resized = 0
clk_latency_ns = 0.42
cts.sinks = 139
hold_buffers = 0
cts_inserted_buffers = 17
cts_tree = yes
clk_pin_slew_ns = 0.06
cts_buffer_depth = 2
cts_max_level = 4
cts-root-buf = clkbuf_16
cts_setup_buffers = 0

[grt]
grt_pass1_vias = 6123
grt_usage_pct = 21.5
antenna_found_initial = 0
overflow = 0
grt_max_degree = 31
grt_first_pass_wirelength_um = 33800

[layout]
layout_top_cells = 132 x nand2_1, 91 x o21ai_0, 90 x edfxtp_1, 48 x nor2_1, 48 x dfxtp_1
drive_gt1_share_pct = 12.3
lay_top_count = nand2_1
nFillCells = 1873
syn_to_final_growth_pct = 14.2

[setup_path]
r2r_slack_ns = 3.68
reg2reg_depth = 13
start_kind = input pin
critPathKind = input pin to flop
cp_max_fo = 11
end_kind = flop
cp.required_ns = 8.22
worst_ep_arrival_time_ns = 4.92
cp-startpoint = len[0]
r2r-end = data[6][5]

[run]
warning_count = 31
cap_violations = 0

[floorplanning]
ioPinCount = 42
row_count = 52
die_width_um = 148
chipArea_um2 = 21900
initCoreUtil_pct = 41.4
die_y_um = 148
placeableCoreArea_um2 = 20600

[worst_hold_path]
whs_path_depth = 2
hold_class = flop to flop
hp-start = valid[5]
min_to = valid[5]

[power_and_ir_drop]
power.leakage_nw = 3.65
vdd_ir_drop_max_uv = 133
p_total_mw = 2.29
cellPowerDensity_nw_per_um2 = 236

[status]
status = finished, final reports clean
-- sequential cells by signal (all words and copies together) (netlist names), named ones only --
name,cells
data,80
m_last,1
last,10
rd_ptr,8
wr_ptr2,8
valid,10
wr_ptr1,8
m_valid,1
m_data,8
s_ready,1
-- area by class of cell --
type | count | area [um2] | share of cell area (%)
tap | 270 | 338 | 3.48
sequential | 139 | 3680 | 37.9
clock buffer | 17 | 425 | 4.38
timing repair buffer | 48 | 463 | 4.76
multi-input combinational | 606 | 4450 | 45.8
clock inverter | 15 | 211 | 2.18
inverter | 39 | 146 | 1.51
-- cell usage after synthesis (5+ instances only) --
master,number
a211oi_1,11
a21o_1,5
a21oi_1,32
a31oi_1,6
and3_1,7
buf_1,6
clkbuf_1,47
dfxtp_1,49
edfxtp_1,90
ha_1,32
inv_1,37
mux2_2,21
mux2i_1,19
mux4_2,36
nand2_1,132
nand3_1,11
nand4_1,6
nor2_1,48
nor2b_1,16
nor3_1,16
nor4_1,8
o211ai_1,5
o21a_1,5
o21ai_0,91
o32ai_1,5
xnor2_1,21
xor2_1,24
-- cells by family after synthesis --
family	after synthesis	synth area share, %
AND/OR/NAND/NOR	272	14.8
AND-OR/OR-AND	176	12.3
flip-flops	139	43.3
buffers and inverters	97	4.43
multiplexers	76	14.5
XOR/XNOR	48	5.43
adder cells (fa/ha/maj)	34	5.18
-- critical path: stages --
cell and delay, ns:
clkdlybuf4s50_1 0.55, inv_1 0.14, ha_1 0.24, or3b_1 0.48
or3_1 0.38, a2111oi_1 0.35, nand4_1 0.28, a21o_1 0.37
o21bai_2 0.27, o32ai_1 0.27
-- stage by stage --
stage          setup WS, ns  std cells  util (%)  area [um2]  hold slack [ns]
2_1_floorplan          3.82        842         -        8510            0.484
3_3_place_gp           3.00       1102      44.2        9080            0.495
3_5_place_dp           2.94       1102      44.2        9080            0.496
4_1_cts                3.36       1134      47.3        9720            0.510
5_1_grt                3.11       1134      47.3        9720            0.538
6_report               3.30       1134      47.3        9720            0.511
-- power by group --
group          total [mW]  internal, mW  switching [mW]  leakage (nW)
combinational       0.604         0.234           0.370          2.14
clock               0.859         0.535           0.324         0.303
sequential          0.831         0.803          0.0273          1.21
-- layer usage --
metal / part of all wire, % / vias to the layer above / wire, um / GRT usage, %
met5: 0 / - / 0 / 0
li1: - / 3076 / - / -
met4: 0.82 / 0 / 172 / 1.70
met2: 45 / 239 / 9350 / 31.5
met3: 11 / 13 / 2300 / 10.3
met1: 44 / 2958 / 9170 / 31.5
-- worst max path at each step --
stage | endpoint | slack [ns] | depth (start not counted)
finish | flop | 3.30 | 10
CTS | flop | 3.36 | 10
global route | flop | 3.11 | 10
Power is estimated from default activity; no workload was simulated.
