===== design.v =====
module module33#(
parameter datawidth=8 )
(input [datawidth-1:0] a,
input [datawidth-1:0] b, input [datawidth-1:0] c, 
output reg [2*datawidth-1:0] result);
always @(*)
begin
result = (a)*(b+c);
end
endmodule

===== run.sh =====
#!/bin/bash
# OpenROAD 26Q1-2900-gdf79404cd8, Yosys 0.63+post, stock flow scripts
make -C /OpenROAD-flow-scripts/flow DESIGN_CONFIG=/design/flow/config.mk WORK_HOME=/design/flow/orfs finish

===== config.mk =====
export PLATFORM = sky130hd
export DESIGN_NAME = module33
export DESIGN_NICKNAME = module33
export VERILOG_FILES = /design/flow/design.v
export SDC_FILE = /design/flow/constraint.sdc
export NUM_CORES = 4
export LEC_CHECK = 1
export CORE_UTILIZATION = 30

===== constraint.sdc =====
current_design module33

set clk_period 14.2
set clk_io_pct 0.2

create_clock -name clk0 -period $clk_period

set non_clock_inputs [all_inputs -no_clocks]
set_input_delay [expr $clk_period * $clk_io_pct] -clock clk0 $non_clock_inputs
set_output_delay [expr $clk_period * $clk_io_pct] -clock clk0 [all_outputs]

==> run notes <==
Implementation results are summarized by area below.

Final timing
The final critical path takes up 83.81% of the cycle. The clock period could shrink to 11900 ps. The final sum of negative setup slack is 0 ps. The number of endpoints failing setup at the final stage is 0. The number of max-slew violations in the final report is 0. Endpoints failing hold in the final report were tallied at 0. In this build the clock could be raised as far as 84.02 MHz. The transition time of the tightest slew-check pin is 764.4 ps. The worst-case max-slew headroom was logged as 49.04%.

Setup repair after global routing left no endpoint under its margin.

Setup path
For reference, the most critical setup path is categorized as in2out. The worst setup path is launched from an input pin. The biggest cell delay along the critical path is 550 ps. The number of buffers and inverters on the critical path is 4. The slowest stage of the critical path is the sky130_fd_sc_hd__fa_1 cell. The sort of element at the end of the critical path is a primary output. According to the timing report, the data required time at the worst endpoint equals 11360 ps. The cell family contributing the most delay on the critical path is adder cells. The maximum fanout along the worst path is 8. At the worst endpoint, the arrival time is 9060 ps. The most frequent cell on the critical path is sky130_fd_sc_hd__fa_1. The signal on the critical path passes through clkdlybuf4s50_1 -> ha_1 -> fa_1 -> a211oi_2 -> o21bai_1 -> a21oi_2 -> xnor2_2 -> and2_1 -> fa_1 -> fa_1 -> fa_1 -> inv_1 -> fa_1 -> inv_1 -> ha_1 -> and3_4 -> a31o_1 -> a311o_1 -> o311ai_1 -> clkdlybuf4s50_1.

Floorplan
The die outline width is 104.8 um. The height of the chip is 104.8 um. The starting density of the core is 30.83%. The I/O pin count is 40. The site row count is 37. The floorplan step defined a core boundary enclosing 0.01028 sq mm. The area of the chip is 0.01097 sq mm.

GRT
The first global-routing pass estimated 10890 um of wire. The total global routing track utilization is 12.23%. The number of global-route vias before repair came to 2345.

The number of antenna violations at the first check in global routing came to 0. Per the GRT congestion report, total overflow comes to 0. The pin count of the biggest net entering global routing is 27.

Power
The largest vdd supply drop is 0.2608 mV. The final total power is 0.0008334 W. The power density over the cells is 231.9 mW/mm^2.

The static leakage power is 1.654 nW.

Cells and area
The design has 0 sequential cells. The post-route netlist has 3.333% of its cells at a drive strength greater than 1. The storage element area is 0 sq um. The finished layout holds 526 standard cells, fillers aside. At the end of the flow the core is filled with cells to 34.96%. The layout clock buffer count is 0. Between the synthesized netlist and the finished layout, the area growth was recorded as 13.43%.

After routing the design area is 0.003593 sq mm.

Placement
At the end of routability-driven placement, the weighted congestion stood at 0.7940. The post-detailed-placement half-perimeter wirelength is 5208 um. The buffer_ports step reported a buffer count of 40. The placement stage leaves a total instance area of 0.003593 sq mm. The number of instances in the placed design is 526.

Route
Per the detail_route report, the via count comes to 2428. The count of unresolved DRC violations after routing is 0. The routed design ends up with an antenna cell count of 0. The first detailed-routing pass ran for 4 iterations. The violation tally recorded at the end of detailed-routing iteration 0 is 91. The aggregate routed wire length is 6263 um. The routed design shows a wire length per standard cell of 11.91 um. The detailed-route vias per instance is 4.616. The detail route stage leaves a number of antenna-violating nets equal to 0.

Run status
The run finished with clean final reports.

Synth
The instance tally after logic synthesis is 366. After synthesis, the chip area reported by Yosys is 0.003168 sq mm. A synthesized cell averages 8.656 sq um. The number of unique standard cell types used by synthesis is 51. In the Yosys report the total cell count is 366. The cell area that synthesis handed to floorplanning was 0.003168 sq mm. The number of synthesis warnings is 1. The share of synthesized area occupied by flip-flops and latches is 0%.

Run
The OpenROAD warning count is 32. The number of max-cap violations is 0.

Hold path
The path type of the worst min-delay path is in2out.

Clock tree
The buffers inserted during post-CTS setup optimization is 0. The post-cts hold buffer count is 0. The cell resize tally after clock tree synthesis is 0.
## Yosys cell counts, drive strengths merged, types with 8 or more instances
cell	number	area, sq um
inv	61	229.0
ha	43	538.0
fa	42	840.8
and2	35	219.0
nand2	34	127.6
nand2b	15	93.84
a21oi	12	75.08
mux2i	12	120.1
clkbuf	11	71.32
xnor2	11	103.9
nor2b	9	56.30
nor3b	8	60.06
o21ai	8	40.04
## metrics by stage
step	hold slack (ps)	setup WS [ps]
floorplan	5891	3570
global placement	6940	2316
detailed placement	6945	2319
CTS	6948	2277
global route	7000	1910
finish	6941	2299
## final timing paths
| check | from | slack (ps) | cells past startpoint | endpoint |
|---|---|---|---|---|
| setup / recovery | b[0] | 2300 | 20 | result[14] |
| hold / removal | a[0] | 6940 | 3 | result[0] |
## area by class of cell
class	count	area [sq um]
fillers	1071	6684
inverters	61	229.0
multi-input cells	289	2794
well taps	136	170.2
repair buffers	40	400.4
## report_power, final
group	leakage [nW]	switching (W)	total [W]	internal, W
Combinational	1.65	0.000371	0.000833	0.000462
Sequential	0	0	0	0
Clock	0	0	0	0
Total	1.65	0.000371	0.000833	0.000462
## layer usage
metal / routed length, um / global-route usage, % / vias to the layer above
met2: 2899 / 20.34 / 33
met3: 132 / 0.2541 / 2
met5: 0 / 0 / -
met1: 3213 / 19.21 / 1144
met4: 17 / 0.3018 / 0
li1: - / - / 1249
## cell families after synthesis
group	synth area share, %
adders and majority gates	43.52
muxes	4.265
xor gates and xnor gates	4.660
buffers and inverters	11.81
AOI/OAI and AO/OA	13.27
and+or+nand+nor	22.47
## cells in the final DEF (no fill, tap or decap), types with 2 or more instances in the layout
cell                              synthesis  routed
sky130_fd_sc_hd__mux2i_1                 12      12
sky130_fd_sc_hd__a21o_1                   3       3
sky130_fd_sc_hd__a311o_1                  6       6
sky130_fd_sc_hd__a211oi_2                 2       2
sky130_fd_sc_hd__nor3b_1                  8       8
sky130_fd_sc_hd__nand3b_1                 5       5
sky130_fd_sc_hd__o21ai_1                  2       2
sky130_fd_sc_hd__nor2_1                   5       5
sky130_fd_sc_hd__a31oi_1                  4       4
sky130_fd_sc_hd__nand2b_1                15      15
sky130_fd_sc_hd__nor2b_1                  9       9
sky130_fd_sc_hd__nand2_1                 34      34
sky130_fd_sc_hd__a21oi_1                 10      10
sky130_fd_sc_hd__xnor2_1                 10      10
sky130_fd_sc_hd__inv_1                   61      61
sky130_fd_sc_hd__fa_1                    42      42
sky130_fd_sc_hd__o211a_1                  3       3
sky130_fd_sc_hd__nor3_1                   2       2
sky130_fd_sc_hd__and2_1                  35      35
sky130_fd_sc_hd__nand4b_1                 3       3
sky130_fd_sc_hd__o21ai_0                  6       6
sky130_fd_sc_hd__nand4_1                  2       2
sky130_fd_sc_hd__xor2_1                   5       5
sky130_fd_sc_hd__nand3_1                  2       2
sky130_fd_sc_hd__o311ai_1                 2       2
sky130_fd_sc_hd__ha_1                    43      43
sky130_fd_sc_hd__clkdlybuf4s50_1          0      40
## tightest hold or removal path: cells and delay by family
| family | cells | cell delay [ps] |
|---|---|---|
| buffers and inverters | 2 | 1020 |
| and+or+nand+nor | 1 | 250 |
Power is estimated from default activity; no workload was simulated.
